--- flow/config.mk ---
export PLATFORM = sky130hd
export DESIGN_NAME = timer
export DESIGN_NICKNAME = timer
export VERILOG_FILES = /design/flow/design.v
export SDC_FILE = /design/flow/constraint.sdc
export NUM_CORES = 4
export LEC_CHECK = 1
export CORE_UTILIZATION = 40
--- flow/constraint.sdc ---
current_design timer

set clk_period 3.8
set clk_io_pct 0.2

create_clock -name clk0 -period $clk_period [get_ports {sys_clk}]

set non_clock_inputs [all_inputs -no_clocks]
set_input_delay [expr $clk_period * $clk_io_pct] -clock clk0 $non_clock_inputs
set_output_delay [expr $clk_period * $clk_io_pct] -clock clk0 [all_outputs]
--- flow/design.v ---
`timescale 1ns / 1ps
module edge_detection(
    input logic sys_clk,
    input logic sys_rst_n,
    input logic i_btn,
    output logic pos_edge
    );
    logic [1:0]dff_Q;
    always_ff@(posedge sys_clk) begin
        if(!sys_rst_n) dff_Q <= 2'b00;
        else dff_Q <= {dff_Q[0], i_btn};
    end
    assign pos_edge = ~dff_Q[1] & dff_Q[0];
endmodule
`timescale 1ns / 1ps
module enable_clock #(parameter SYS_CLK_FREQ=100_000_000, TARGET_CLK_PREQ=10_000_000, N=3) (
    input logic sys_clk,
    input logic sys_rst_n,
    output logic clk_flag
    );
    localparam CNT_MAX = 24999;
    logic [14:0]r_cnt;
    always_ff@(posedge sys_clk) begin
        if(!sys_rst_n) r_cnt <= 0;
        else if(r_cnt == CNT_MAX) r_cnt <= 0;
        else r_cnt <= r_cnt+1;
    end
    always_ff@(posedge sys_clk) begin
        if(!sys_rst_n) clk_flag <= 0;
        else if(r_cnt == CNT_MAX) clk_flag <= 1;
        else clk_flag <= 0;
    end
endmodule
`timescale 1ns / 1ps
module timer(
    input logic sys_clk,
    input logic sys_rst_n,
    input logic i_start,
    output logic[7:0] sec,
    output logic[7:0] min,
    output logic clk_flag
    );
    logic pos_edge;
    logic min_temp;
    enable_clock enable(sys_clk,sys_rst_n,clk_flag);
    edge_detection detect(
        .sys_clk(sys_clk),
        .sys_rst_n(sys_rst_n),
        .i_btn(i_start),
        .pos_edge(pos_edge)
    );
    timer_function clock(sys_clk,sys_rst_n,pos_edge,i_start,sec,min);
endmodule
`timescale 1ns / 1ps
module timer_function(
    input logic sys_clk,
    input logic sys_rst_n,
    input logic pos_edge,
    input logic i_start,
    output logic[7:0] sec,
    output logic[7:0] min
    );
    logic [24:0]temp;
    logic temp2;
    localparam temp_MAX = 25'b1011111010111100000111111;
    always_ff@(posedge sys_clk) begin
        if(!sys_rst_n) temp2 <= 0;
        else if(pos_edge) temp2 <= temp2+1'b1;
        else temp2 <= temp2;
    end
    always_ff@(posedge sys_clk) begin
        if(!sys_rst_n) temp <= 0;
        else if(temp2 == 1) begin
            if(temp != temp_MAX) temp <= temp+1;
            else temp <= 0;
        end
        else temp <= temp;
    end
    always_ff@(posedge sys_clk) begin
        if(!sys_rst_n) sec <= 0;
        else if(temp == temp_MAX) begin
            if(sec != 59) sec <= sec+1'b1;
            else sec <= 0;
        end
    end
    always_ff@(posedge sys_clk) begin
        if(!sys_rst_n) min <= 0;
        else if(sec == 59 & temp == temp_MAX) min <= min+1'b1;
        else min <= min;
    end
endmodule
--- flow/run.sh ---
#!/bin/bash
# OpenROAD 26Q1-2900-gdf79404cd8, Yosys 0.63+post, stock flow scripts
make -C /OpenROAD-flow-scripts/flow DESIGN_CONFIG=/design/flow/config.mk WORK_HOME=/design/flow/orfs finish
==> impl_metrics.json <==
{
  "p_leak_uw": 0.001064,
  "vias_per_cell": 5.273,
  "clk_latency_ns": 0.33,
  "min-delay-start": "detect.dff_Q[0]",
  "period_used_share": 0.6350,
  "syn_to_final_growth_pct": 16.30,
  "synth_flops": 60,
  "cts.path.max_buffers": 2,
  "timing.final.max_slew_violations": 0,
  "tightest_slew_ns": 0.8344,
  "yosys-top-cells-area": "dfxtp_1 (42%), xnor2_1 (4.9%), nor2_1 (4.4%)",
  "clock-sinks": 60,
  "r2r_cells": 5,
  "initial_utilization": 0.4158,
  "cap_violations": 0,
  "io_buffers": 19,
  "hold_viol": 0,
  "grt_max_degree": 23,
  "arrival_ns": 2.63,
  "top_cells_by_count": "dfxtp_1 (60), nor2_1 (33), nand2_1 (28)",
  "syn_area_per_cell_um2": 8.633,
  "cts-resized-gates": 0,
  "reg2reg_to": "clock.sec[3]",
  "dp_hpwl_um": 3860,
  "crit_path_cell_trace": "ha_1 > nor4b_1 > nand4_1 > or2_2 > o221a_2",
  "synth.distinct_cells": 41,
  "crit_slowest_cell": "nand4_1",
  "edf_count": 0,
  "grt_pass1_vias": 2021,
  "worstPathRequired_ns": 4.02,
  "cts_tree": "yes",
  "final.setup_skew_ns": 0.008772,
  "power.density_nw_per_um2": 377.2,
  "place_area_um2": 3100,
  "drt_first_iter_violations": 151,
  "n_antenna_cell": 0,
  "dieArea_um2": 7442,
  "logic_area_um2": 1540,
  "yosys-stat-cells": 329,
  "yosys_warnings": 3,
  "openroad.warnings": 25,
  "layout.area.seq_um2": 1201,
  "yosys.cell_count.top_type": "dfxtp_1",
  "yosys-stat-area_um2": 2840,
  "finalPower_uw": 1246,
  "reg2reg_slack_ns": 1.39,
  "wl_per_cell_um": 12.59,
  "synthCells": 329,
  "hold_class": "reg -> reg",
  "core-area_um2": 6832,
  "whs_path_depth": 1,
  "hold_buffers": 0,
  "final_cell_area_um2": 3303,
  "vias": 2357,
  "synth_area_um2": 2840,
  "outcome": "finished clean",
  "min_to": "detect.dff_Q[1]",
  "rsz0062_at_grt": "false",
  "grt_usage": 0.1657,
  "ff_type": "dfxtp_1",
  "crit_fanout": 21,
  "dieHeight_um": 86.27,
  "ir_drop_mv": 0.2890,
  "die_x_um": 86.27,
  "antenna_found_initial": 0,
  "setup_tns_ns": 0,
  "period_needed_ns": 2.413,
  "drcViolationCount": 0,
  "fin_cells": 447,
  "cts_setup_buffers": 0,
  "crit_type": "reg -> reg",
  "drive_gt1_frac": 0.07123,
  "ios": 20,
  "timing.fmax_mhz": 414.4,
  "nFillCells": 672,
  "cts_root_buffer": "clkbuf_8",
  "top_area_frac": 0.4229,
  "htreeDepth": 3,
  "critPathCaptureType": "flip-flop",
  "async_flop_share": 0,
  "gr-total-overflow": 0,
  "numCtsBuffers": 9,
  "place_congestion": 0.8161,
  "clkTransAtPathRegs_ns": 0.07,
  "largest_area_cell": "dfxtp_1",
  "ys_seq_frac": 0.4229,
  "setup-violations-final": 0,
  "drt-total-wl_um": 5628,
  "drt_first_pass_iters": 4,
  "placed_cells": 431,
  "r2r-start": "clock.temp[0]",
  "ant_nets": 0,
  "max_slew_margin": 0.4421,
  "worst_setup_path_start_kind": "flip-flop",
  "row_count": 30,
  "max_stage_delay_ns": 0.67,
  "grt_pass1_wl_um": 9591
}
critical path: cells and delay by family (launching register included):
| kind | cells | cell delay (ns) |
|---|---|---|
| AND/OR/NAND/NOR | 3 | 1.51 |
| flip-flops | 1 | 0.36 |
| AND-OR/OR-AND | 1 | 0.24 |
| adder cells (fa/ha/maj) | 1 | 0.19 |
kinds of logic (layout without fill, tap and decap cells):
kind of cell               count (synthesis)  after routing  share of synthesized area
xor gates and xnor gates                  26             26                    0.08017
DFF                                       60             60                     0.4229
AOI/OAI and AO/OA                         43             43                    0.09692
muxes                                      8              8                    0.02819
adders and majority gates                  4              4                    0.01762
buffers and inverters                     24             46                    0.03656
and+or+nand+nor                          164            164                     0.3176
metrics by stage:
stage	util	setup slack (ns)	hold WS (ns)
final	0.4835	1.387	0.4571
after global routing	0.4835	1.131	0.4729
after CTS	0.4835	1.383	0.4630
after detailed placement	0.4538	1.382	0.4435
after global placement	0.4538	1.423	0.4358
after floorplan	-	1.973	0.4269
state kept, by name, indices dropped and copies added, names as in the netlist:
name and flops:
clock.min 8, clock.sec 8, clock.temp 25, clock.temp2 1, detect.dff_Q 2, enable.clk_flag 1, enable.r_cnt 15
placed cells by master (no fill, tap or decap), types with 7 or more instances in the layout:
master	count
nor2_1	33
xnor2_1	16
mux2i_1	8
or3_1	7
clkdlybuf4s50_1	19
inv_1	9
clkbuf_8	11
a21oi_1	15
nand2_1	28
o31ai_1	7
o21ai_0	11
nand2b_1	9
nor4_1	10
xor2_1	10
nor3_1	7
and4_1	8
dfxtp_1	60
nand3_1	18
nand4_1	12
and3_1	10
power by group:
part | internal [uW] | total, uW | leakage, uW | switching, uW
combinational | 11.8 | 30.8 | 0.000478 | 19.0
sequential | 635 | 640 | 0.000484 | 5.56
clock | 336 | 575 | 0.000102 | 238
worst max-delay path by stage:
stage | from | endpoint | slack [ns]
after CTS | clock.temp[0] | clock.sec[3] | 1.38
after global routing | clock.temp[0] | clock.temp[5] | 1.13
final | clock.temp[0] | clock.sec[3] | 1.39
layer usage:
layer | global-route usage | share of wire
met1 | 0.2675 | 0.52
met2 | 0.2323 | 0.42
met3 | 0.04831 | 0.050
met4 | 0.01667 | 0.012
met5 | 0 | 0
final cells by class:
cell class / count / share of cell area
clock buffer: 12 / 0.04697
clock inverter: 4 / 0.01439
inverter: 9 / 0.01023
multi-input combinational: 245 / 0.4663
sequential: 60 / 0.3636
tap: 96 / 0.03636
timing repair buffer: 21 / 0.06212
No activity file was given, so power comes from the tool's default toggle rates.
