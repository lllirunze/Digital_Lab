### design.v
`timescale 1ns / 1ps
module bcd_scanner(
    input logic sys_rst_n,
    input logic clk_flag,
    input logic sys_clk,
    input logic[7:0] min,
    input logic[7:0] sec,
    output logic[3:0] an,
    output logic[7:0] a_to_g
    );
    logic [1:0]temp;
    logic [3:0]data;
    always_ff@(posedge sys_clk) begin
        if(!sys_rst_n) temp <= 0;
        else if(clk_flag) begin
            if(temp == 3) temp <= 2'b00;
            else temp <= temp+1;
        end
    end
    always_ff@(posedge clk_flag) begin
        if(!sys_rst_n) begin
            data <= 0;
            a_to_g <= ~8'b00111111;
            an <= 4'b1111;
        end
        else begin
            case(temp)
                0 : begin an<=4'b0001; end
                1 : begin an<=4'b0010; end
                2 : begin an<=4'b0100; end
                3 : begin an<=4'b1000; end
            endcase
            case(an)
                4'b0001 : begin data<= min[3:0]; end
                4'b0010 : begin data<= min[7:4]; end
                4'b0100 : begin data<= sec[3:0]; end
                4'b1000 : begin data<= sec[7:4]; end            
            endcase
            case(data)
                4'b0000: a_to_g<=~8'b00111111;     
                4'b0001: a_to_g<=~8'b00000110;     
                4'b0010: a_to_g<=~8'b01011011;     
                4'b0011: a_to_g<=~8'b01001111;     
                4'b0100: a_to_g<=~8'b01100110;     
                4'b0101: a_to_g<=~8'b01101101;     
                4'b0110: a_to_g<=~8'b01111101;     
                4'b0111: a_to_g<=~8'b00000111;     
                4'b1000: a_to_g<=~8'b01111111;     
                4'b1001: a_to_g<=~8'b01101111;    
                default: a_to_g<=~8'b00111111;
            endcase
        end
    end
endmodule
### run.sh
#!/bin/bash
# OpenROAD 26Q1-2900-gdf79404cd8, Yosys 0.63+post, stock flow scripts
make -C /OpenROAD-flow-scripts/flow DESIGN_CONFIG=/design/flow/config.mk WORK_HOME=/design/flow/orfs finish
### config.mk
export PLATFORM = sky130hd
export DESIGN_NAME = bcd_scanner
export DESIGN_NICKNAME = bcd_scanner
export VERILOG_FILES = /design/flow/design.v
export SDC_FILE = /design/flow/constraint.sdc
export NUM_CORES = 4
export LEC_CHECK = 1
export CORE_AREA = 10 10 92 92
export DIE_AREA = 0 0 102 102
### constraint.sdc
current_design bcd_scanner

set clk_period 2.9
set clk_io_pct 0.2

create_clock -name clk0 -period $clk_period [get_ports {clk_flag}]
create_clock -name clk1 -period $clk_period [get_ports {sys_clk}]

set non_clock_inputs [all_inputs -no_clocks]
set_input_delay [expr $clk_period * $clk_io_pct] -clock clk0 $non_clock_inputs
set_output_delay [expr $clk_period * $clk_io_pct] -clock clk0 [all_outputs]
==> reports/summary.rpt <==
=================================================================================
TNS Setup                                                                    0 ns
DP Wirelength                                                             1.80 mm
Worst EP arrival                                                          1.43 ns
Number of warnings reported in the yosys synthesis log                          1
Multi-input gate area in the final layout                                 536 µm²
Overall die height                                                         102 µm
CP endpoint kind                                                      output port
Final-report hold violation count                                               0
Share of synthesized area occupied by flip-flops and latches                37.2%
Startpoint Class                                                             flop
Adder and majority gate portion of the synthesized area                     13.7%
Die outline width                                                          102 µm
Unrepaired setup endpoints after global routing                             false
Slowest-stage cell, CP                                               sky130_fd_sc_hd__clkdlybuf4s50_1
Combined buffer and inverter count along the critical path                      1
Via count                                                                     778
Wire length of the first global-routing pass                              3.77 mm
Min-Delay Path Class                                                 clock port to flop
Combinational power share                                                   21.4%
Largest fanout of any net on the critical path                                  9
Overall fraction of global-route tracks in use                              4.48%
Post-CTS Setup Repair Bufs                                                      0
Number of max-capacitance violations reported                                   0
Switching Power                                                            267 µW
Post-synthesis share of cell area spent on xor and xnor gates               1.92%
ANT cells                                                                       0
Syn-to-layout area delta                                                    54.4%
Worst setup timing slack at the placement stage                           1.05 ns
Total core area                                                          6460 µm²
Antenna violations before repair                                                0
CP Cell Sequence                                                     clkdlybuf4s50_1
Share of synthesized cell area in and, or, nand and nor gates               19.2%
Tool warnings                                                                  39
Mapped cell area                                                          915 µm²
Critical path data required time                                          2.32 ns
Placement row count                                                            29
Placer congestion estimate                                                  0.682
Fill cell instance count of the final layout                                  685
Largest logic family                                                 AND-OR/OR-AND gates
Multiplexer share of the synthesized area                                   3.28%
Largest stage delay on the critical path                                  0.56 ns
Init Core Util                                                              14.2%
Cell total in the yosys stat output                                            93
Maximum VDD drop                                                         0.477 mV
Number of flip-flops and latches in the synthesized netlist                    17
Critical Setup Path Class                                            flop to output port
Part of the power in registers                                              32.7%
Unique cell type count in the Yosys netlist                                    30
Worst Clk Skew                                                         0.00482 ns
CTS tree                                                                    built
Final routed wirelength across all metal layers                           2.32 mm
Final Slew Violations                                                           0
Total power density per cell area                                      715 nW/µm²
Number of synthesized flops with an enable pin                                  0
Iter 0 DRT Violations                                                          89
Post-detailed-route via-to-cell ratio                                        3.78
Pin count of the biggest net entering global routing                           14
Storage element area                                                      340 µm²
Status                                                               finished clean
Io pins                                                                        31
Critical path's top delay family                                     buffers and inverters
Final count of negative-setup-slack endpoints                                   0
Post-Syn Instances                                                             93
Synthesized area divided by synthesized cell count                       9.83 µm²
LEAKAGE                                                               0.000523 µW
Average wire per cell in the routed design                                11.2 µm
Worst-case setup margin in the final layout                              0.894 ns
Remaining Overflow, GRT                                                         0
Number of global-route vias before repair                                     860
Fraction of final layout cells sized beyond drive strength 1                15.5%
Clock network power share                                                   45.9%
Post-cts repair resize count                                                    0
# port buffers                                                                 28
DRC violations left                                                             0
Post-synthesis chip area from yosys                                       915 µm²
Area enclosed by the die boundary                                       10400 µm²
Clock-pin slew on the worst setup and hold paths                          0.06 ns
Pre-Repair DR Iteration Count                                                   4
Post-cts hold-fix buffer tally                                                  0
Number of nets still failing antenna checks after routing                       0
Internal power                                                             743 µW
Share of synthesized cell area in and-or and or-and compound cells          20.1%
Async set-or-reset flop fraction in the synthesized netlist                    0%
Fraction of power spent switching nets                                      26.5%
Most used flip-flop cell                                             sky130_fd_sc_hd__dfxtp_1
=================================================================================
[logic make-up after synthesis]
group | after synthesis
xor+xnor | 2
mux | 3
compound gates | 22
fa+ha+maj | 10
simple gates | 30
other cells | 1
buf+inv | 8
flops | 17
[through the flow]
| step | hold slack (ns) | util [%] | cells | cell area, µm² | total power (µW) |
|---|---|---|---|---|---|
| after global placement | 0.174 | 19.6 | 194 | 1270 | 584 |
| after global routing | 0.244 | 21.9 | 206 | 1410 | 1090 |
| final | 0.213 | 21.9 | 206 | 1410 | 1010 |
| after floorplan | 0.174 | - | 93 | 915 | 487 |
| after CTS | 0.225 | 21.9 | 206 | 1410 | 1030 |
| after detailed placement | 0.174 | 19.6 | 194 | 1270 | 587 |
[state kept, by name, indices dropped and copies added (netlist names)]
name    count
an          4
a_to_g      7
data        4
temp        2
[layer usage]
metal  vias to the layer above  share of wire, %  GRT usage (%)
met4                         0              0.78           2.28
met1                       363                41           4.66
met2                        14                53           7.56
li1                        399                 -              -
met3                         2               5.4           1.98
met5                         -                 0              0
[power groups by stage]
stage	Combinational (µW)	Clock, µW	Sequential [µW]
4_1_cts	222	481	331
5_1_grt	247	506	340
6_report	216	464	330
[cells in the final DEF, fill, tap and decap left out]
cell,instances
sky130_fd_sc_hd__clkbuf_1,2
sky130_fd_sc_hd__and2_1,1
sky130_fd_sc_hd__nor2b_1,1
sky130_fd_sc_hd__o21a_1,1
sky130_fd_sc_hd__nand3_1,4
sky130_fd_sc_hd__nand2b_1,7
sky130_fd_sc_hd__nor2_1,7
sky130_fd_sc_hd__a22oi_1,8
sky130_fd_sc_hd__mux2i_1,3
sky130_fd_sc_hd__a21boi_2,4
sky130_fd_sc_hd__conb_1,1
sky130_fd_sc_hd__and2b_4,1
sky130_fd_sc_hd__nor4_1,1
sky130_fd_sc_hd__inv_1,4
sky130_fd_sc_hd__xnor2_1,1
sky130_fd_sc_hd__and2b_2,3
sky130_fd_sc_hd__o21ai_0,1
sky130_fd_sc_hd__ha_1,10
sky130_fd_sc_hd__clkdlybuf4s50_1,28
sky130_fd_sc_hd__a21oi_1,1
sky130_fd_sc_hd__or2_2,1
sky130_fd_sc_hd__o32a_1,4
sky130_fd_sc_hd__dfxtp_1,17
sky130_fd_sc_hd__nor3b_1,1
sky130_fd_sc_hd__nor4b_1,1
sky130_fd_sc_hd__o22ai_1,2
sky130_fd_sc_hd__clkbuf_8,10
sky130_fd_sc_hd__nand2_1,2
sky130_fd_sc_hd__a21oi_2,1
sky130_fd_sc_hd__xor2_1,1
[synth_stat cells, types with 2 or more instances]
library cell | count | area [µm²]
sky130_fd_sc_hd__a21boi_2 | 4 | 45.0
sky130_fd_sc_hd__o32a_1 | 4 | 40.0
sky130_fd_sc_hd__dfxtp_1 | 17 | 340
sky130_fd_sc_hd__inv_1 | 4 | 15.0
sky130_fd_sc_hd__nand2b_1 | 7 | 43.8
sky130_fd_sc_hd__nor2_1 | 7 | 26.3
sky130_fd_sc_hd__buf_4 | 2 | 15.0
sky130_fd_sc_hd__and2b_2 | 3 | 26.3
sky130_fd_sc_hd__a22oi_1 | 8 | 60.1
sky130_fd_sc_hd__nand2_1 | 2 | 7.51
sky130_fd_sc_hd__o22ai_1 | 2 | 12.5
sky130_fd_sc_hd__mux2i_1 | 3 | 30.0
sky130_fd_sc_hd__nand3_1 | 4 | 20.0
sky130_fd_sc_hd__ha_1 | 10 | 125
[cell type report]
type | count | area share (%)
multi-input cells | 68 | 37.9
flip-flops and latches | 17 | 24.1
well taps | 77 | 6.82
clock buffers | 12 | 10.3
inverters | 4 | 1.06
repair buffers | 28 | 19.8
[worst paths after layout]
path / startpoint / end / slack, ns / depth (start not counted)
worst min register to register: temp[1]$_SDFFE_PN0P_ / an[1]$_SDFF_PN1_ / 0.53 / 3
worst max register to register: an[1]$_SDFF_PN1_ / data[1]$_SDFFE_PN0P_ / 1.52 / 4
worst min-delay path: clk_flag / temp[1]$_SDFFE_PN0P_ / 0.21 / 4
worst max-delay path: an[1]$_SDFF_PN1_ / an[1] / 0.89 / 1
min in group clk0: temp[1]$_SDFFE_PN0P_ / an[1]$_SDFF_PN1_ / 0.53 / 3
max in group clk1: clk_flag / temp[0]$_SDFFE_PN0P_ / 1.00 / 4
No activity file was given, so power comes from the tool's default toggle rates.
