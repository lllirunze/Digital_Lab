[flow/design.v]
`timescale 1ns / 1ps
module alu(
    input [3:0] A,
    input [3:0] B,
    input [3:0] aluop,
    output logic [7:0] alures,
    output logic ZF,
    output logic OF
    );
    logic Cout;
    logic [3:0] S;
    logic [3:0] Cin; 
    assign Cin=aluop[2]==0 ? 4'b0000 : 4'b1111;
    rca ADD(
        .A      (A),
        .B      ((~B&Cin)|(B&(~Cin))),
        .Cin    (Cin[0]),
        .S      (S),
        .Cout   (Cout)
    ); 
    always_comb  begin
        case(aluop)
            4'b0000:begin 
                alures[3:0]=A&B;   
                alures[7:4]=4'b0000;
                OF=0;
                ZF=!alures;
            end
            4'b0001:begin 
                alures[3:0]=A|B;   
                alures[7:4]=4'b0000;
                OF=0;
                ZF=!alures;
            end
            4'b0010:begin 
                alures[3:0]=A^B;   
                alures[7:4]=4'b0000;    
                OF=0;
                ZF=!alures;
            end
            4'b0011:begin 
                alures[3:0]=~(A&B);
                alures[7:4]=4'b0000;
                OF=0;
                ZF=!alures;
            end
            4'b0100:begin 
                alures[3:0]=~A;    
                alures[7:4]=4'b0000;
                OF=0;
                ZF=!alures;
            end
            4'b0101:begin 
                alures[3:0]=A<<B[2:0];  
                alures[7:4]=4'b0000;
                OF=0;
                ZF=!alures;
            end
            4'b0110:begin 
                alures[3:0]=A>>B[2:0];  
                alures[7:4]=4'b0000;
                OF=0;
                ZF=!alures;
            end
            4'b0111:begin 
                alures[3:0]=$signed(A)>>>B[2:0]; 
                alures[7:4]=4'b0000;
                OF=0;
                ZF=!alures;
            end
            4'b1000:begin 
                alures[7:0]=A*B;
                OF=0;
                ZF=!alures;
            end
            4'b1001:begin 
                alures[7:0]={{4{A[3]}},A}*{{4{B[3]}},B};    
                OF=0;
                ZF=!alures; 
            end 
            4'b1010:begin 
                if((A[3]==B[3])&&(A[3]!=S[3])) begin 
                    alures[3:0]=S;
                    alures[7:4]=4'b0000;
                    OF=1;
                    ZF=!alures;
                end
                else begin 
                    alures[3:0]=S;
                    alures[7:4]=4'b0000; 
                    OF=0;
                    ZF=!alures; 
                end
            end
            4'b1011:begin 
                alures[3:0]=S;  
                alures[7:4]=4'b0000;
                OF=0;
                ZF=!alures; 
            end  
            4'b1100:begin 
                if((A[3]!=B[3])&&(S[3]!=A[3]))begin 
                    alures[3:0]=S[3:0];
                    alures[7:4]=4'b0000; 
                    OF=1;
                    ZF=!alures;
                end 
                else begin  
                    alures[3:0]=S[3:0];
                    alures[7:4]=4'b0000; 
                    OF=0;
                    ZF=!alures;
                end
            end
            4'b1101:begin 
                alures[3:0]=S;      
                alures[7:4]=4'b0000; 
                OF=0;
                ZF=!alures;
            end
            4'b1110:begin 
                alures[0]=$signed(A)<$signed(B) ? 1:0;
                alures[7:1]=7'b0000000; 
                OF=0;
                ZF=!alures;
            end
            4'b1111:begin 
                alures[0]=A<B ? 1:0;                  
                alures[7:1]=7'b0000000; 
                OF=0;
                ZF=!alures;
            end
        endcase
    end
endmodule
`timescale 1ns / 1ps
module fulladder(
    input logic A,
    input logic B,
    input logic Cin,
    output logic S,
    output logic Cout
    );    
    always_comb begin
        if((A==1&&B==1&&Cin==1)||(A==1&&B==0&&Cin==0)||(A==0&&B==1&&Cin==0)||(A==0&&B==0&&Cin==1)) begin
            S = 1;
        end
        else begin S = 0; end
        if((A==1&&B==1&&Cin==1)||(A==1&&B==1&&Cin==0)||(A==0&&B==1&&Cin==1)||(A==1&&B==0&&Cin==1)) begin
            Cout = 1;
        end
        else begin Cout = 0; end
    end
endmodule
`timescale 1ns / 1ps
module rca(
    input [3:0]A,
    input [3:0]B,
    input Cin,
    output [3:0]S,
    output Cout
    );
    wire [4:0] temp;
    assign temp[0] = Cin; 
    genvar i;
    for(i=0; i<4; i=i+1) begin
        fulladder add(
            .A      (A[i]),
            .B      (B[i]),
            .Cin    (temp[i]),
            .Cout   (temp[i+1]),
            .S      (S[i])
        );
    end
    assign cout = temp[4];
endmodule
[flow/run.sh]
#!/bin/bash
# OpenROAD 26Q1-2900-gdf79404cd8, Yosys 0.63+post, stock flow scripts
make -C /OpenROAD-flow-scripts/flow DESIGN_CONFIG=/design/flow/config.mk WORK_HOME=/design/flow/orfs finish
[flow/config.mk]
export PLATFORM = sky130hd
export DESIGN_NAME = alu
export DESIGN_NICKNAME = alu
export VERILOG_FILES = /design/flow/design.v
export SDC_FILE = /design/flow/constraint.sdc
export NUM_CORES = 4
export LEC_CHECK = 1
export CORE_UTILIZATION = 40
[flow/constraint.sdc]
current_design alu

set clk_period 8.0
set clk_io_pct 0.2

create_clock -name clk0 -period $clk_period

set non_clock_inputs [all_inputs -no_clocks]
set_input_delay [expr $clk_period * $clk_io_pct] -clock clk0 $non_clock_inputs
set_output_delay [expr $clk_period * $clk_io_pct] -clock clk0 [all_outputs]
==> results_tabular.tex <==
% Synthesis and place-and-route results
\begin{tabular}{lr}
\hline
Metric & Value \\
\hline
\multicolumn{2}{l}{\textbf{Cells and area}} \\
Most frequent standard cell in the layout excluding fill and tap cells & sky130\_fd\_sc\_hd\_\_ha\_1 \\
Layout cell share with drive strength beyond 1 & around 8.3\% \\
Storage element area & 0 um\^{}2 \\
Number of flip-flops and latches & 0 \\
Filler cell count & approximately 540 \\
Top Layout Cells & sky130\_fd\_sc\_hd\_\_ha\_1 (34), sky130\_fd\_sc\_hd\_\_inv\_1 (27), sky130\_fd\_sc\_hd\_\_nor2\_1 (27) \\
Growth of design area from synthesis to finish & 13.5\% \\
Number of clock buffers in the layout & 0 \\
Non-Filler Instances & between 300 and 400 \\
\multicolumn{2}{l}{\textbf{Clocking}} \\
Post-CTS setup repair buffer count & 0 \\
Hold buffer count at cts & 0 \\
Cells resized by post-CTS repair & 0 \\
\multicolumn{2}{l}{\textbf{Power}} \\
Worst voltage drop across the vdd grid & $\sim$0.000057 V \\
Total Power & 0.000193 W \\
Power density over cell area & about 80 nW/um\^{}2 \\
Leak pwr & approximately 1.1 nW \\
\multicolumn{2}{l}{\textbf{Route}} \\
Number of vias per cell & roughly 5.7 \\
Violation tally from detailed-route iteration zero & around 220 \\
Antenna cell count & 0 \\
Wire per inst & around 16 um \\
Remaining routing DRC violations & 0 \\
Tally of nets with antenna violations remaining after routing & 0 \\
Total via count after detailed routing & around 2100 \\
Count of TritonRoute iterations in the first routing pass & 4 \\
Final WL & $\sim$6100 um \\
\multicolumn{2}{l}{\textbf{STA}} \\
Setup repair after global routing missed its margin & no \\
Final critical-path share of the clock period & 94.0\% \\
Final hold violation count & 0 \\
FMAX & about 130 MHz \\
Worst Max-Slew Pin Slew & between 0.7 and 0.8 ns \\
\# setup viols final & 0 \\
Number of max-slew violations in the final report & 0 \\
Shortest period the worst path allows & about 7.5 ns \\
Max-slew headroom at the worst pin & a little under half \\
Setup tns final & 0 ns \\
\multicolumn{2}{l}{\textbf{Worst hold path}} \\
Type of the tightest min-delay check & input port to output port \\
\multicolumn{2}{l}{\textbf{Worst setup path}} \\
Family with the most delay on the worst path & adder cells \\
Crit path max fanout & 6 \\
Top cell by count, worst path & sky130\_fd\_sc\_hd\_\_fa\_1 \\
Worst stage delay on the critical path & between 0.5 and 0.6 ns \\
Required time of the critical path & roughly 6.4 ns \\
Slowest CP cell & sky130\_fd\_sc\_hd\_\_fa\_1 \\
List of cells traversed by the critical path & clkdlybuf4s50\_1, inv\_1, nor2\_1, inv\_1, fa\_1, fa\_1, fa\_1, inv\_1, ha\_1, fa\_1, a21o\_1, a21oi\_1, xor2\_1, xnor2\_1, a21oi\_1, nand3\_1, clkdlybuf4s50\_1 \\
Critical path class & input port to output port \\
Worst Setup End Kind & output port \\
Crit start category & input port \\
Number of buffer and inverter instances along the worst setup path & 5 \\
Crit path DAT & between 5 and 6 ns \\
\multicolumn{2}{l}{\textbf{Floorplanning}} \\
Chip area & 5630 um\^{}2 \\
Floorplan die width & 75.0 um \\
Height of the die & 75.0 um \\
Pre-Place Util & 41.8\% \\
\# rows & 26 \\
Area of the core & about 5100 um\^{}2 \\
Number of top-level design ports & 22 \\
\multicolumn{2}{l}{\textbf{Global routing}} \\
Overflow left after global routing & 0 \\
Global-route wire length before repair & slightly below 10000 um \\
Pin count of the biggest net entering global routing & 27 \\
All-Layer GR Usage & 23.6\% \\
Initial antenna violation count & 0 \\
Via count of the first global-routing pass & 1945 \\
\multicolumn{2}{l}{\textbf{Outcome}} \\
Run status & finished, final reports clean \\
\multicolumn{2}{l}{\textbf{Logic synthesis}} \\
Number of standard cells after synthesis & 284 \\
Number of warnings printed during yosys synthesis & 3 \\
Yosys stat cell total & 284 \\
Area reported by Yosys stat & roughly 2100 um\^{}2 \\
Summed instance area of the synthesized netlist & between 2000 and 2500 um\^{}2 \\
Netlist cell types & 55 \\
Mean instance size in the synthesized netlist & approximately 7.5 um\^{}2 \\
Part of the Yosys area used for sequential elements & 0\% \\
\multicolumn{2}{l}{\textbf{Place}} \\
Input/output buffers & 22 \\
Final weighted congestion in routability-driven placement & approximately 0.94 \\
Dpl cells & roughly 370 \\
DPL Wire Length & between 4000 and 5000 um \\
\multicolumn{2}{l}{\textbf{Flow run}} \\
Count of tool warnings & approximately 42 \\
Max Cap Violations & 0 \\
\hline
\end{tabular}
==> area by class of cell <==
class	instances	area, um^2	share of cell area, %
timing repair buffer	30	280	11.6
multi-input combinational	240	1930	79.8
tap	70	87.6	3.62
inverter	32	120	4.96
==> logic make-up after synthesis <==
| group | after synthesis | synth area share [%] |
|---|---|---|
| AND-OR/OR-AND | 76 | 24.0 |
| XOR/XNOR | 15 | 6.86 |
| adder cells (fa/ha/maj) | 49 | 34.0 |
| buffers and inverters | 44 | 9.38 |
| multiplexers | 9 | 4.46 |
| AND/OR/NAND/NOR | 91 | 21.2 |
==> worst min-delay path, delay by kind of cell <==
family                 cells  cell delay, ns
buffers and inverters      3            1.13
and+or+nand+nor            1            0.09
==> per-stage QoR <==
step | hold WS (ns) | worst slack, ns | utilization, % | instance area, um^2
6_report | 4.42 | 0.479 | 47.4 | 2420
4_1_cts | 4.40 | 0.461 | 47.4 | 2420
3_5_place_dp | 4.39 | 0.456 | 47.4 | 2420
3_3_place_gp | 4.41 | 0.501 | 47.4 | 2420
5_1_grt | 4.47 | 0.286 | 47.4 | 2420
2_1_floorplan | 3.33 | 1.37 | - | 2130
==> layer usage <==
metal	routed length (um)	GRT usage, %	vias up
met3	435	0.950	12
li1	-	-	1059
met1	2830	38.0	960
met2	2670	36.0	104
met5	0	0	-
met4	115	4.61	0
==> worst paths after layout <==
check,from,to,depth (start not counted)
hold / removal,aluop[0],OF,4
setup / recovery,B[2],ZF,17
==> report_power, final <==
part | switching (W) | internal (W) | leakage [nW]
Combinational | 0.000106 | 0.0000872 | 1.10
Sequential | 0 | 0 | 0
Clock | 0 | 0 | 0
Total | 0.000106 | 0.0000872 | 1.10
==> synth_stat cells, types with 4 or more instances <==
library cell	instances	area, um^2
sky130_fd_sc_hd__nand4_1	4	25.0
sky130_fd_sc_hd__ha_1	34	425
sky130_fd_sc_hd__o211ai_1	5	37.5
sky130_fd_sc_hd__o21ai_1	6	30.0
sky130_fd_sc_hd__nor2_1	27	101
sky130_fd_sc_hd__a31oi_1	5	31.3
sky130_fd_sc_hd__nor3_1	10	50.1
sky130_fd_sc_hd__inv_2	5	18.8
sky130_fd_sc_hd__a21oi_1	17	85.1
sky130_fd_sc_hd__nand2b_1	5	31.3
sky130_fd_sc_hd__a21o_1	5	37.5
sky130_fd_sc_hd__xor2_1	4	35.0
sky130_fd_sc_hd__fa_1	15	300
sky130_fd_sc_hd__inv_1	27	101
sky130_fd_sc_hd__nand3_1	10	50.1
sky130_fd_sc_hd__nand2_1	16	60.1
sky130_fd_sc_hd__mux2i_1	5	50.1
sky130_fd_sc_hd__buf_2	7	35.0
sky130_fd_sc_hd__xnor2_1	9	78.8
sky130_fd_sc_hd__o21ai_0	9	45.0
Power is estimated from default activity; no workload was simulated.
